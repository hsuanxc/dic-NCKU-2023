**flow/run.sh**
```bash
#!/bin/bash
# OpenROAD 26Q1-2900-gdf79404cd8, Yosys 0.63+post, stock flow scripts
make -C /OpenROAD-flow-scripts/flow DESIGN_CONFIG=/design/flow/config.mk WORK_HOME=/design/flow/orfs finish
```
**flow/config.mk**
```make
export PLATFORM = sky130hd
export DESIGN_NAME = demosaic
export DESIGN_NICKNAME = demosaic
export VERILOG_FILES = /design/flow/design.v
export SDC_FILE = /design/flow/constraint.sdc
export NUM_CORES = 4
export LEC_CHECK = 1
export CORE_UTILIZATION = 30
```
**flow/constraint.sdc**
```tcl
current_design demosaic

set clk_period 8.3
set clk_io_pct 0.2

create_clock -name clk0 -period $clk_period [get_ports {clk}]

set non_clock_inputs [all_inputs -no_clocks]
set_input_delay [expr $clk_period * $clk_io_pct] -clock clk0 $non_clock_inputs
set_output_delay [expr $clk_period * $clk_io_pct] -clock clk0 [all_outputs]
```
**flow/design.v**
```verilog
module demosaic(clk, reset, in_en, data_in, wr_r, addr_r, wdata_r, rdata_r, wr_g, addr_g, wdata_g, rdata_g, wr_b, addr_b, wdata_b, rdata_b, done);
input clk;
input reset;
input in_en;
input [7:0] data_in;
output reg wr_r;
output reg [13:0] addr_r;
output reg [7:0] wdata_r;
input [7:0] rdata_r;
output reg wr_g;
output reg [13:0] addr_g;
output reg [7:0] wdata_g;
input [7:0] rdata_g;
output reg wr_b;
output reg [13:0] addr_b;
output reg [7:0] wdata_b;
input [7:0] rdata_b;
output reg done;
reg div;
reg [2:0] state, nextState;
reg [3:0] ref;
reg [10:0] sum;
reg [13:0] counter;
localparam INIT = 3'd0;
localparam GREEN_PAD = 3'd1;
localparam RED_PAD = 3'd2;
localparam BLUE_PAD = 3'd3;
localparam FINISH = 3'd4;
always @(posedge clk) begin
    if(reset) state <= INIT;
    else state <= nextState;
end
always @(posedge clk) begin
    case(state)
        INIT: begin
            if(reset) begin
                counter <= 0;
                addr_r <= 0;
                addr_g <= 0;
                addr_b <= 0;
                ref <= 0;
                div <= 0;
                sum <= 0;
                done <= 0;
            end 
            else begin
                counter <= counter + 14'b1;
                if(counter[7]==counter[0]) begin  
                    wr_r <= 0;
                    wr_g <= 1;
                    wr_b <= 0;
                    addr_g <= counter;
                    wdata_g <= data_in;
                end
                else if(counter[7]==0 && counter[0]==1) begin  
                    wr_r <= 1;
                    wr_g <= 0;
                    wr_b <= 0;
                    addr_r <= counter;
                    wdata_r <= data_in;
                end
                else if(counter[7]==1 && counter[0]==0) begin  
                    wr_r <= 0;
                    wr_g <= 0;
                    wr_b <= 1;
                    addr_b <= counter;
                    wdata_b <= data_in;
                end
                if(counter == 16383) begin
                    wr_r <= 0;
                    wr_g <= 0;
                    wr_b <= 0;
                    counter <= 0;
                end
            end
        end
        GREEN_PAD: begin
            if( counter[7] ^ counter[0] ) begin
                case(ref)
                    0: begin  
                        addr_g <= {counter[13:7]-7'd1, counter[6:0]};
                    end
                    1: begin  
                        addr_g <= {counter[13:7]+7'd1, counter[6:0]};
                        sum <= sum + rdata_g;
                    end
                    2: begin  
                        addr_g <= {counter[13:7], counter[6:0]-7'd1};
                        sum <= sum + rdata_g;
                    end
                    3: begin  
                        addr_g <=  {counter[13:7], counter[6:0]+7'd1};
                        sum <= sum + rdata_g;
                    end
                endcase
                ref <= ref + 4'd1;
            end
            else begin
                counter <= counter + 1;
            end
            if(ref == 4'd4) begin
                ref <= 0;
                counter <= counter + 1;
                sum <= 0;
                wr_g <= 1;
                addr_g <= counter;
                wdata_g <= (sum + rdata_g) >> 2;
            end
            else begin
                wr_g <= 0;
            end
            if(counter == 16383) begin
                counter <= 0;
                wr_g <= 0;
                addr_g <= 0;
            end
        end
        RED_PAD: begin
            if( counter[7]==0 && counter[0]==0 ) begin    
                case(ref)
                    0: begin  
                        addr_r <= {counter[13:7], counter[6:0]-7'd1};
                    end
                    2: begin  
                        addr_r <= {counter[13:7],  counter[6:0]+7'd1};
                        sum <= sum + rdata_r;
                    end
                endcase
                div <= 0;
                ref <= ref + 4'd2;
            end
            else if(counter[7]==1 && counter[0]==1) begin   
                case(ref)
                    0: begin  
                        addr_r <= {counter[13:7]-7'd1, counter[6:0]};
                    end
                    2: begin  
                        addr_r <= {counter[13:7]+7'd1, counter[6:0]};
                        sum <= sum + rdata_r;
                    end
                endcase
                div <= 0;
                ref <= ref + 4'd2;
            end
            else if(counter[7]==1 && counter[0]==0) begin  
                case(ref)
                    0: begin  
                        addr_r <= {counter[13:7]-7'd1, counter[6:0]-7'd1};
                    end
                    1: begin  
                        addr_r <= {counter[13:7]-7'd1, counter[6:0]+7'd1};
                        sum <= sum + rdata_r;
                    end
                    2: begin  
                        addr_r <= {counter[13:7]+7'd1, counter[6:0]-7'd1};
                        sum <= sum + rdata_r;
                    end
                    3: begin  
                        addr_r <=  {counter[13:7]+7'd1, counter[6:0]+7'd1};
                        sum <= sum + rdata_r;
                    end
                endcase
                div <= 1;
                ref <= ref + 4'd1;
            end
            else begin
                counter <= counter + 1;
            end
            if(ref == 4'd4) begin
                ref <= 0;
                counter <= counter + 1;
                sum <= 0;
                wr_r <= 1;
                addr_r <= counter;
                if(div) wdata_r <= (sum + rdata_r) >> 2;
                else wdata_r <= (sum + rdata_r) >> 1;
            end
            else begin
                wr_r <= 0;
            end
            if(counter == 16383) begin
                counter <= 0;
                wr_r <= 0;
                addr_r <= 0;
            end
        end
        BLUE_PAD: begin
            if( counter[7]==1 && counter[0]==1 ) begin   
                case(ref)
                    0: begin  
                        addr_b <= {counter[13:7], counter[6:0]-7'd1};
                    end
                    2: begin  
                        addr_b <= {counter[13:7], counter[6:0]+7'd1};
                        sum <= sum + rdata_b;
                    end
                endcase
                div <= 0;
                ref <= ref + 4'd2;
            end
            else if(counter[7]==0 && counter[0]==0) begin  
                case(ref)
                    0: begin  
                        addr_b <= {counter[13:7]-7'd1, counter[6:0]};
                    end
                    2: begin  
                        addr_b <= {counter[13:7]+7'd1, counter[6:0]};
                        sum <= sum + rdata_b;
                    end
                endcase
                div <= 0;
                ref <= ref + 4'd2;
            end
            else if(counter[7]==0 && counter[0]==1) begin  
                case(ref)
                    0: begin  
                        addr_b <= {counter[13:7]-7'd1, counter[6:0]-7'd1};
                    end
                    1: begin  
                        addr_b <= {counter[13:7]-7'd1, counter[6:0]+7'd1};
                        sum <= sum + rdata_b;
                    end
                    2: begin  
                        addr_b <= {counter[13:7]+7'd1, counter[6:0]-7'd1};
                        sum <= sum + rdata_b;
                    end
                    3: begin  
                        addr_b <=  {counter[13:7]+7'd1, counter[6:0]+7'd1};
                        sum <= sum + rdata_b;
                    end
                endcase
                div <= 1;
                ref <= ref + 4'd1;
            end
            else begin
                counter <= counter + 1;
            end
            if(ref == 4'd4) begin
                ref <= 0;
                counter <= counter + 1;
                sum <= 0;
                wr_b <= 1;
                addr_b <= counter;
                if(div) wdata_b <= (sum + rdata_b) >> 2;
                else wdata_b <= (sum + rdata_b) >> 1;
            end
            else begin
                wr_b <= 0;
            end
            if(counter == 16383) begin
                counter <= 0;
                wr_b <= 0;
                addr_b <= 0;
            end
        end
        FINISH: begin
            done <= 1;
        end
    endcase
end
always@(*) begin
    case(state)
        INIT: begin
            nextState = (counter==16383)? GREEN_PAD : INIT;
        end
        GREEN_PAD: begin
            nextState = (counter==16383)? RED_PAD : GREEN_PAD;
        end
        RED_PAD: begin
            nextState = (counter==16383)? BLUE_PAD : RED_PAD;
        end
        BLUE_PAD: begin
            nextState = (counter==16383)? FINISH : BLUE_PAD;
        end
        default: nextState = INIT;
    endcase
end
endmodule
```
==> Changelog: implementation <==
### Implementation results

* Comb power frac at 0.207
* DRT Wirelength at 23,800 um
* Count leader, synth: edfxtp_1
* DR vias at 7,069
* Startpoint Class: input port
* Setup TNS at 0 ns
* Iteration-0 DRC Markers at 620
* Switching portion of total power at 0.275
* Syn avg cell area at 9.19 sq um
* Sequential power share at 0.463
* Hold depth at 0
* Remaining global-route overflow at 0
* Max Root-Sink Buffers at 2
* Die area at 27,500 sq um
* Leakage power at 3.63 nW
* Status: completed
* 1st-pass router iterations at 31
* Tightest Hold Check Type: flip-flop to flip-flop
* Cell Type Count at 80
* Top cells, area: edfxtp_1, ha_1, nor2_1
* Number of enable flip-flop cells at 99
* Ys flop type: edfxtp_1
* Cell Area, Synth at 8040 sq um
* Fmax at 0.248 GHz
* Total GRT Usage at 0.180
* Die x size at 166 um
* Comb area at 4610 sq um
* RSZ-0062 raised after global routing: no
* Ys cells at 875
* Synthesis-to-layout area growth at 20.2%
* Stage-log warning count at 36
* Synth top area share at 0.370
* Critical path class: input port to flip-flop
* # diodes at 0
* Post-CTS resize count at 0
* H-tree levels at 3
* Clk slew on worst S/H paths at 0.08 ns
* Max IR drop VDD at 0.0939 mV
* Seq/Total Area, Yosys at 0.382
* Routed WL per cell at 18.5 um
* Post-layout min period at 4.04 ns
* Placed cells at 1,271
* Final Hold Fails at 0
* CP peak stage delay at 0.48 ns
* Filler cells at 2,566
* WP depth at 9
* Yosys chip area at 8040 sq um
* Fp util at 0.307
* Fraction of layout cells with a size suffix above 1 at 0.0693
* DRC Markers at 0
* Core Region at 26,200 sq um
* Switch Pwr at 363 uW
* Relative slew slack at 0.475
* FF/Latch Area at 3070 sq um
* R2R cell count at 7
* Die height at 166 um
* Io pins at 105
* DP HPWL at 17,800 um
* Synth Instances at 875
* Number of buffers created by CTS at 9
* Setup bufs post-CTS at 0
* Yosys top cell by area: edfxtp_1
* Critical path buffers and inverters at 1
* Clock skew at 0.0126 ns
* Post-route ant nets at 0
* Slew Limit Fails at 0
* Synthesis Warnings at 1
* # hold bufs at CTS at 0
* Largest net degree at the start of global routing at 49
* Flops & latches, synth at 104
* First-pass GRT wire length at 37,900 um
* Synth async-reset ratio at 0
* Fin crit share at 0.486
* Via/cell ratio at 5.49
* Initial antenna violation count at 0
* # setup viols final at 0
* Clk network pwr share at 0.330
* Core Rows at 59
* Clock Sinks at 104
* CP max FO at 3
* CP cell instances: clkdlybuf4s50_1, ha_1, fa_1, a21oi_1, o21ai_0, a2111oi_0, nor3_1, xnor2_1, mux2_2
* Vias in the first global route at 6,687
* Buffers on Ports at 103
* Commonest cells post-synth: edfxtp_1, nor2_1, a21oi_1, nand2_1, o21ai_0
* RePlAce Congestion at 0.974
* Crit. End Element: flip-flop
* Max-cap violations at 0
* Clock root cell: clkbuf_16
* Pwr/cell area at 136 nW/um^2
* Worst Path Required at 8.42 ns
* Post-Layout Cell Count at 1,287
* Worst-Margin Slew at 0.787 ns
* Internal Pwr Total at 955 uW
* CTS tree: yes
* Latency at later pin at 0.36 ns
* Slowest CP cell: a2111oi_0
* CP top delay family: AND-OR/OR-AND gates
* Hold WS at 0.461 ns
* CP Data Arrival Time at 4.15 ns
==> cell usage in the layout, fill, tap and decap left out, drive strengths merged, types with 24 or more instances in the layout <==
cell type and instances:
xnor2 36, edfxtp 99, nand2 68, clkdlybuf4s50 103, nor2 95, o21ai 59
ha 39, a21oi 68, mux2i 24, inv 26
==> cells by family (layout without fill, tap and decap cells) <==
family	Yosys count	after routing	synth area share
buffers and inverters	84	161	0.0464
AOI/OAI and AO/OA	272	272	0.225
adders and majority gates	42	42	0.0681
xor gates and xnor gates	53	53	0.0577
muxes	34	34	0.0443
and+or+nand+nor	286	286	0.177
DFF	104	104	0.382
==> power by group through the flow <==
stage | combinational (mW) | clock [mW] | sequential [mW]
after CTS | 0.269 | 0.446 | 0.610
after global routing | 0.299 | 0.467 | 0.613
final | 0.273 | 0.435 | 0.610
==> final timing paths <==
kind                            startpoint    endpoint  slack (ns)
worst max register to register  counter[0]   addr_g[0]        5.03
worst max-delay path            rdata_g[0]  wdata_g[6]        4.26
worst min register to register    state[1]        done        0.46
worst min-delay path              state[1]        done        0.46
==> registers in the layout, summed over array words and instances (netlist names) <==
register	count
addr_b	14
addr_g	14
addr_r	14
counter	14
div	1
done	1
ref	4
state	5
sum	10
wdata_b	8
wdata_g	8
wdata_r	8
wr_b	1
wr_g	1
wr_r	1
==> metrics by stage <==
step	total power, mW	util	setup slack [ns]	area [sq um]
finish	1.32	0.369	4.26	9670
global route	1.38	0.369	4.06	9670
CTS	1.33	0.369	4.27	9670
detailed placement	0.889	0.357	4.00	9370
global placement	0.889	0.357	3.98	9370
floorplan	0.783	-	4.60	8040
==> final cells by class <==
class	count	share of cell area
inverters	23	0.00893
well taps	335	0.0433
flip-flops and latches	104	0.318
clock inverters	6	0.00776
multi-input cells	687	0.477
repair buffers	122	0.121
clock buffers	10	0.0237
==> metal layers <==
layer	track usage	share of wire	vias up	wire length, um
met3	0.0486	0.089	30	2120
met1	0.283	0.46	3310	11000
met2	0.258	0.43	300	10100
met5	0	0	-	0
met4	0.0345	0.023	0	540
li1	-	-	3429	-
Power figures rest on the tool's default switching activity, not on a simulated workload.
