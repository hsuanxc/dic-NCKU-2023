==> flow/design.v <==
module AEC(clk, rst, ascii_in, ready, valid, result);
input clk;
input rst;
input ready;
input [7:0] ascii_in;
output valid;
output [6:0] result;
reg valid_flag;
reg [7:0] input_Stack [0:15];
reg [6:0] output_result;
reg [7:0] output_Stack [0:15];
reg [7:0] operator_Stack [0:15];
integer i;
integer flag;
integer input_top;
integer output_top;
integer operator_top;
parameter [5:0] ADD = 6'd43;        
parameter [5:0] SUB = 6'd45;        
parameter [5:0] MUL = 6'd42;        
parameter [5:0] LPAREN = 6'd40;     
parameter [5:0] RPAREN = 6'd41;     
parameter [5:0] EQL = 6'd61;        
always @(posedge clk) begin
    if (rst || valid) begin
        flag = 0;
        input_top = -1;
        output_top = -1;
        operator_top = -1;
        valid_flag = 0;
        output_result = 7'bx;
        for (i = 0; i < 16; i = i + 1) begin
            input_Stack[i] = 7'bx;
            output_Stack[i] = 7'bx;
            operator_Stack[i] = 7'bx;
        end
    end else if(flag == 0) begin
        if(ascii_in == EQL) begin
            input_top = input_top + 1;
            input_Stack[input_top] = ascii_in;
            flag = 1;
            i = 0;
        end else begin
            input_top = input_top + 1;
            input_Stack[input_top] = ascii_in;
        end
    end else if(flag == 1) begin
        if(input_Stack[i] != EQL) begin
            if(input_Stack[i]>=48 && input_Stack[i]<=57) begin   
                output_top = output_top + 1;
                output_Stack[output_top] = input_Stack[i]-48;
                i = i + 1;
            end else if(input_Stack[i]>=97 && input_Stack[i]<=102) begin  
                output_top = output_top + 1;
                output_Stack[output_top] = input_Stack[i]-87;
                i = i + 1;
            end else if(input_Stack[i] == LPAREN) begin
                operator_top = operator_top + 1;
                operator_Stack[operator_top] = input_Stack[i];
                i = i + 1;
            end else if(input_Stack[i] == RPAREN) begin
                if(operator_Stack[operator_top] == LPAREN) begin
                    operator_Stack[operator_top] = 7'bx;
                    i = i + 1;
                end else begin
                    output_top = output_top + 1;
                    output_Stack[output_top] = operator_Stack[operator_top];
                end
                operator_top = operator_top - 1;
            end else begin
                if( ( operator_top!=-1 && rank(operator_Stack[operator_top]) >= rank(input_Stack[i]) ) && operator_Stack[operator_top]!=LPAREN) begin
                    output_top = output_top + 1;
                    output_Stack[output_top] = operator_Stack[operator_top];
                    operator_Stack[operator_top] = 7'bx;
                    operator_top = operator_top - 1;
                end else begin
                    operator_top = operator_top + 1;
                    operator_Stack[operator_top] = input_Stack[i];
                    i = i + 1;
                end
            end
        end else begin
            if(operator_top > -1) begin
                output_top = output_top + 1;
                output_Stack[output_top] = operator_Stack[operator_top];
                operator_top = operator_top - 1;
            end else begin
                flag = 2;
                i = 0;
            end
        end
    end else if(flag == 2) begin
        if(i<=output_top) begin
            if(output_Stack[i] == ADD) begin
                operator_Stack[operator_top-1] = operator_Stack[operator_top-1] + operator_Stack[operator_top];
                operator_Stack[operator_top] = 7'bx;
                operator_top = operator_top - 1;
            end else if(output_Stack[i] == SUB) begin
                operator_Stack[operator_top-1] = operator_Stack[operator_top-1] - operator_Stack[operator_top];
                operator_Stack[operator_top] = 7'bx;
                operator_top = operator_top - 1;
            end else if(output_Stack[i] == MUL)  begin
                operator_Stack[operator_top-1] = operator_Stack[operator_top-1] * operator_Stack[operator_top];
                operator_Stack[operator_top] = 7'bx;
                operator_top = operator_top - 1;
            end else begin
                operator_top = operator_top + 1;
                operator_Stack[operator_top] = output_Stack[i];
            end
            i = i + 1;
        end else begin
            output_top = -1;
            flag = 3;
        end
    end else if(flag == 3) begin
        output_result = operator_Stack[0];
        valid_flag = 1;
    end
end
assign valid = valid_flag;
assign result = output_result;
function rank;
input [7:0] x;
    case(x)
        ADD: rank = 0;
        SUB: rank = 0;
        MUL: rank = 1;
        default: rank = 0;
    endcase
endfunction
endmodule
==> flow/run.sh <==
#!/bin/bash
# OpenROAD 26Q1-2900-gdf79404cd8, Yosys 0.63+post, stock flow scripts
make -C /OpenROAD-flow-scripts/flow DESIGN_CONFIG=/design/flow/config.mk WORK_HOME=/design/flow/orfs finish
==> flow/config.mk <==
export PLATFORM = sky130hd
export DESIGN_NAME = AEC
export DESIGN_NICKNAME = AEC
export VERILOG_FILES = /design/flow/design.v
export SDC_FILE = /design/flow/constraint.sdc
export NUM_CORES = 4
export LEC_CHECK = 1
export CORE_UTILIZATION = 40
==> flow/constraint.sdc <==
current_design AEC

set clk_period 27.6
set clk_io_pct 0.2

create_clock -name clk0 -period $clk_period [get_ports {clk}]

set non_clock_inputs [all_inputs -no_clocks]
set_input_delay [expr $clk_period * $clk_io_pct] -clock clk0 $non_clock_inputs
set_output_delay [expr $clk_period * $clk_io_pct] -clock clk0 [all_outputs]
==> load_flow_metrics.sql <==
-- implementation run metrics
INSERT INTO impl_metrics (metric_group, metric, value, unit) VALUES
('critical_path', 'cpMaxStageDelayCell', 'sky130_fd_sc_hd__buf_4', ''),
('timing', 'worst-slew-pin-transition', '1000', 'ps'),
('pwr', 'power_density', '65.6', 'nW/um^2'),
('clocking', 'clock_path_buffers', '3', ''),
('clocking', 'postCtsResizedCells', '0', ''),
('critical_path', 'criticalPathCategory', 'flip-flop to flip-flop', ''),
('global_route', 'first_global_vias', '30100', ''),
('finish', 'layout.core_utilization', '44.5', '%'),
('synthesis', 'syn_avg_cell_area', '8.71', 'sq um'),
('clocking', 'worst_skew_pair.late_latency', '700', 'ps'),
('detailed_routing', 'antenna_left', '0', ''),
('place', 'number_of_port_buffers', '17', ''),
('synthesis', 'top_cell_area_share', '30.4', '%'),
('synthesis', 'yosysChipArea', '33900', 'sq um'),
('synthesis', 'netlist.top_cell.by_area', 'sky130_fd_sc_hd__edfxtp_1', ''),
('floorplan', 'fp.coreArea', '83800', 'sq um'),
('detailed_routing', 'drc', '0', ''),
('global_route', 'antenna_found_initial', '1', ''),
('timing', 'report.final.slew_viol_count', '0', ''),
('clocking', 'clock_tree_from_tritoncts', 'done', ''),
('synthesis', 'synth-edff-count', '343', ''),
('floorplan', 'rows', '106', ''),
('global_route', 'grt.total_usage', '30.5', '%'),
('critical_path', 'crit_required', '28130', 'ps'),
('timing', 'time_the_worst_path_needs_with_i_o_delays_and_setup', '8760', 'ps'),
('timing', 'rsz_0062_raised_after_global_routing', 'no', ''),
('clocking', 'clock-root-buffer', 'sky130_fd_sc_hd__clkbuf_16', ''),
('status', 'run_status', 'completed', ''),
('synthesis', 'yosys.cell_types.count', '102', ''),
('synthesis', 'synth-seq-cells', '496', ''),
('synthesis', 'postSynthSeqShare', '39.4', '%'),
('floorplan', 'number_of_top_level_pins', '19', ''),
('timing', 'finalHoldViolations', '0', ''),
('run', 'maxCapViolCount', '0', ''),
('pwr', 'p_leak', '13.7', 'nW'),
('timing', 'max_clock_freq', '114', 'MHz'),
('synthesis', 'synth.yosys.num_cells', '3894', ''),
('floorplan', 'design.die.area', '86000', 'sq um'),
('finish', 'drive_gt1_share', '8.27', '%'),
('clocking', 'clock_sinks', '496', ''),
('synthesis', 'synth_warnings', '4', ''),
('run', 'log.warning_count', '56', ''),
('synthesis', 'mapped_area', '33900', 'sq um'),
('timing', 'final.period_utilization', '31.7', '%'),
('global_route', 'grt_pass1_wl', '192', 'mm'),
('synthesis', 'most_used_standard_cell_by_instance_count_after_synthesis', 'sky130_fd_sc_hd__nand2_1', ''),
('clocking', 'cts.reportedPaths.clkPinSlew', '60', 'ps'),
('synthesis', 'synth_area_leaders', 'sky130_fd_sc_hd__edfxtp_1 30%, sky130_fd_sc_hd__dfxtp_1 9.0%, sky130_fd_sc_hd__a21oi_1 4.9%', ''),
('detailed_routing', 'total_length_of_routed_wires', '128', 'mm'),
('clocking', 'cts.repair_timing.setup_buffer_count', '0', ''),
('finish', 'area_delta_synth_final', '9.86', '%'),
('min_path', 'holdCritPathClass', 'flip-flop to flip-flop', ''),
('detailed_routing', 'antennaDiodeCount', '0', ''),
('detailed_routing', 'detailroute.via_count', '31900', ''),
('timing', 'slew_headroom', '32.7', '%'),
('pwr', 'total_power', '2.45', 'mW'),
('floorplan', 'die_extent_in_y', '293', 'um'),
('pwr', 'vdd_ir_drop_max', '0.0704', 'mV'),
('clocking', 'ctsHtreeMaxLevel', '2', ''),
('critical_path', 'path_max_fanout', '62', ''),
('floorplan', 'fp.dieW', '293', 'um'),
('synthesis', 'synth_cells', '3894', ''),
('synthesis', 'top_cells_by_count', '437 x sky130_fd_sc_hd__nand2_1, 343 x sky130_fd_sc_hd__edfxtp_1, 335 x sky130_fd_sc_hd__a21oi_1', ''),
('timing', 'setup-tns-final', '0', 'ps'),
('timing', 'worst_setup_slack_after_layout', '18840', 'ps'),
('critical_path', 'cp_slowest_stage_delay', '670', 'ps'),
('place', 'place_ws', '18790', 'ps'),
('critical_path', 'worst_ep_arrival_time', '9290', 'ps'),
('finish', 'fill_cells', '8095', ''),
('place', 'place_congestion', '1.06', ''),
('clocking', 'number_of_hold_buffers_added_after_cts', '0', '');
path summary, 6_finish.rpt:
path | start | to | slack [ps] | cells after the start
hold / removal | output_Stack[11][7] | output_Stack[11][7] | 460 | 2
hold reg to reg | output_Stack[11][7] | output_Stack[11][7] | 460 | 2
setup reg to reg | operator_top[1] | operator_Stack[0][7] | 18840 | 26
setup / recovery | operator_top[1] | operator_Stack[0][7] | 18840 | 26
kinds of logic (layout without fill, tap and decap cells):
kind of cell / count (synthesis) / in the layout / share of synthesized area [%]
AND-OR/OR-AND: 1307 / 1307 / 25.8
AND/OR/NAND/NOR: 1286 / 1286 / 17.9
adder cells (fa/ha/maj): 103 / 103 / 4.11
XOR/XNOR: 81 / 81 / 2.18
flip-flops: 496 / 496 / 39.4
buffers and inverters: 448 / 375 / 5.47
multiplexers: 173 / 173 / 5.19
cells in the final DEF, fill, tap and decap left out, types with 17 or more instances in the layout:
master / count
sky130_fd_sc_hd__a211oi_1: 66
sky130_fd_sc_hd__a21o_1: 37
sky130_fd_sc_hd__a21oi_1: 332
sky130_fd_sc_hd__a221o_1: 19
sky130_fd_sc_hd__a221oi_1: 69
sky130_fd_sc_hd__a222oi_1: 34
sky130_fd_sc_hd__a22o_1: 28
sky130_fd_sc_hd__a22oi_1: 72
sky130_fd_sc_hd__a31oi_1: 93
sky130_fd_sc_hd__and2_1: 33
sky130_fd_sc_hd__and3_1: 34
sky130_fd_sc_hd__buf_4: 124
sky130_fd_sc_hd__clkbuf_16: 63
sky130_fd_sc_hd__clkdlybuf4s50_1: 17
sky130_fd_sc_hd__dfxtp_1: 148
sky130_fd_sc_hd__edfxtp_1: 343
sky130_fd_sc_hd__ha_1: 79
sky130_fd_sc_hd__inv_1: 112
sky130_fd_sc_hd__mux2i_1: 158
sky130_fd_sc_hd__nand2_1: 437
sky130_fd_sc_hd__nand2b_1: 26
sky130_fd_sc_hd__nand3_1: 143
sky130_fd_sc_hd__nand3b_1: 21
sky130_fd_sc_hd__nand4_1: 38
sky130_fd_sc_hd__nor2_1: 319
sky130_fd_sc_hd__nor2b_1: 30
sky130_fd_sc_hd__nor3_1: 52
sky130_fd_sc_hd__nor4_1: 41
sky130_fd_sc_hd__o211ai_1: 24
sky130_fd_sc_hd__o21ai_0: 251
sky130_fd_sc_hd__o21ai_1: 20
sky130_fd_sc_hd__o22ai_1: 25
sky130_fd_sc_hd__o31ai_1: 39
sky130_fd_sc_hd__or3_1: 37
sky130_fd_sc_hd__or4_1: 17
sky130_fd_sc_hd__xnor2_1: 60
sky130_fd_sc_hd__xor2_1: 19
state kept, by name (all words and copies together) (netlist names):
signal / count
operator_top: 32
input_top: 4
output_Stack: 128
input_Stack: 128
i: 32
flag: 4
operator_Stack: 128
valid_flag: 1
output_result: 7
output_top: 32
critical path, delay by kind of cell (launching register included):
kind                     cells  cell delay [ps]
AND-OR/OR-AND                7             2290
XOR/XNOR                     4              970
adder cells (fa/ha/maj)      6             2700
buffers and inverters        6             1490
flip-flops                   1              300
AND/OR/NAND/NOR              3              850
routing by layer:
layer / wire length (um) / part of all wire [%] / global-route usage [%] / up-vias
met5: 7 / 0.0055 / 0 / -
met4: 6270 / 4.9 / 12.4 / 2
met3: 15000 / 12 / 10.3 / 376
met2: 55000 / 43 / 43.9 / 1830
met1: 51200 / 40 / 43.6 / 15200
li1: - / - / - / 14500
layout make-up:
| class | instances | area, sq um | share of cell area, % |
|---|---|---|---|
| clock buffer | 76 | 1670 | 4.47 |
| clock inverter | 36 | 413 | 1.11 |
| inverter | 121 | 454 | 1.22 |
| multi-input combinational | 2950 | 18800 | 50.5 |
| sequential | 496 | 13400 | 35.9 |
| tap | 1134 | 1420 | 3.81 |
| timing repair buffer | 142 | 1120 | 3.01 |
per-stage QoR:
step	instances	hold slack, ps	area [sq um]
2_1_floorplan	3894	436	33900
3_3_place_gp	4843	447	35200
3_5_place_dp	4843	450	35200
4_1_cts	4955	458	37300
5_1_grt	4955	472	37300
6_report	4955	460	37300
where the power goes:
part / internal [mW] / leakage (nW) / switching, mW
clock network: 0.478 / 1.01 / 0.353
logic: 0.206 / 8.05 / 0.407
registers: 0.930 / 4.64 / 0.0706
total: 1.61 / 13.7 / 0.831
Power and IR drop assume default switching activity.
