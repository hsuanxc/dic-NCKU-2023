[/design/flow/design.v]
module MMS_4num(result, select, number0, number1, number2, number3);
input  select;
input  [7:0] number0;
input  [7:0] number1;
input  [7:0] number2;
input  [7:0] number3;
output [7:0] result; 
reg [7:0] result1, result2, result3;
wire [1:0] mux1, mux2, mux;
assign mux[1] = select;
assign mux1[1] = select;
assign mux2[1] = select;
assign mux1[0] = (number0 < number1) ;
assign mux2[0] = (number2 < number3) ;
always @* begin
	case (mux1)
		2'b00 : result1 = number0;
		2'b01 : result1 = number1;
		2'b10 : result1 = number1;
		2'b11 : result1 = number0;
	endcase
	case (mux2)
		2'b00 : result2 = number2;
		2'b01 : result2 = number3;
		2'b10 : result2 = number3;
		2'b11 : result2 = number2;
	endcase
end
assign mux[0] = (result1 < result2);
always @* begin
	case (mux)
		2'b00 : result3 = result1;
		2'b01 : result3 = result2;
		2'b10 : result3 = result2;
		2'b11 : result3 = result1;
	endcase
end
assign result = result3;
endmodule
module MMS_8num(result, select, number0, number1, number2, number3, number4, number5, number6, number7);
input        select;
input  [7:0] number0;
input  [7:0] number1;
input  [7:0] number2;
input  [7:0] number3;
input  [7:0] number4;
input  [7:0] number5;
input  [7:0] number6;
input  [7:0] number7;
output [7:0] result; 
wire [1:0] mux;
reg [7:0] result_temp;
wire [7:0] part1, part2;
MMS_4num MMS_mux1(part1, select, number0, number1, number2, number3);
MMS_4num MMS_mux2(part2, select, number4, number5, number6, number7);
assign mux[1] = select;
assign mux[0] = (part1 < part2);
always @* begin
    case (mux)
        2'b00 : result_temp = part1;
        2'b01 : result_temp = part2;
        2'b10 : result_temp = part2;
        2'b11 : result_temp = part1;
    endcase
end
assign result = result_temp;
endmodule
[/design/flow/config.mk]
export PLATFORM = sky130hd
export DESIGN_NAME = MMS_8num
export DESIGN_NICKNAME = MMS_8num
export VERILOG_FILES = /design/flow/design.v
export SDC_FILE = /design/flow/constraint.sdc
export NUM_CORES = 4
export LEC_CHECK = 1
export CORE_AREA = 10 10 114 114
export DIE_AREA = 0 0 124 124
[/design/flow/run.sh]
#!/bin/bash
# OpenROAD 26Q1-2900-gdf79404cd8, Yosys 0.63+post, stock flow scripts
make -C /OpenROAD-flow-scripts/flow DESIGN_CONFIG=/design/flow/config.mk WORK_HOME=/design/flow/orfs finish
[/design/flow/constraint.sdc]
current_design MMS_8num

set clk_period 16.6
set clk_io_pct 0.2

create_clock -name clk0 -period $clk_period

set non_clock_inputs [all_inputs -no_clocks]
set_input_delay [expr $clk_period * $clk_io_pct] -clock clk0 $non_clock_inputs
set_output_delay [expr $clk_period * $clk_io_pct] -clock clk0 [all_outputs]
==> run summary <==
impl run done, here's what came out: Mean Syn Cell Area between 7 and 8 µm², fin crit share 85.1%, Init Core Util around a quarter, post_cts resized 0, Max-slew headroom about half, CP Launch Type input pin, WHS Path Cells 5, critical path required time between 10 and 15 ns, chip footprint 15400 µm², gr ovfl total 0, fillers roughly 1100, Port Buffers between 70 and 80, Slowest-stage cell, CP xnor2_1, Setup Fix Bufs, Post-CTS 0, Highest Clock Rate around 71 MHz, via count between 2000 and 3000, Post-DP HPWL about 6600 µm, drt pass-1 iters 4, Critical Path End Type output pin, DR iter-0 viols around 160, hold buffer count at CTS 0, register area 0 µm², min-delay worst type in2out, drt total wl between 7000 and 8000 µm, # Cells Yosys 342, Post-Place Cell Area 3340 µm², Final Hold Viols 0, critical path class in2out, most frequent cells in the layout 73 x clkdlybuf4s50_1, 53 x inv_1, 48 x ha_1, yosys warns 2, max-slew violation count 0, wire per inst 13.7 µm, WHS 8.07 ns, WHS Endpoint result[1], initial antenna violation count 0, unrepaired setup endpoints after global routing no, slowest stage delay, CP about 0.63 ns, final instance area between 3000 and 4000 µm², Max Cap Viol 0, vias in the first global route between 2000 and 3000, Routed Antenna Nets 0, core area approximately 10000 µm², status finished, final reports clean, Worst Path Arrival 10.81 ns, Seq share, synth 0%, P_leak 1.58 nW, most frequent logic cell in the layout clkdlybuf4s50_1, min-delay src number2[1], Placer Congestion 0.913, Area Overhead vs Synth 36.3%, DIE HEIGHT about 120 µm, vias per cell ~4.8, largest net degree at the start of global routing 33, die width 124 µm, YS chip area roughly 2400 µm², Least-Margin Pin Slew 0.746 ns, pwr dens around 65 nW/µm², Top Ports roughly 73, final cell count without fillers between 500 and 600, distinct lib cells 54, gr usage total a little under a tenth, placed cells 547, setup_tns 0 ns, num rows 37, fin crit period 14.13 ns, Synth Cell Area about 2400 µm², Crit Path Max Fanout 14, first-pass GRT wire length around 12000 µm, Gate Count Post-Synth 342, seq_cells 0, Final Setup Violations 0, clk_buf instances 0, # DRC 0, tool warnings 32, Ant. Diodes 0, layout cells sized above 1 5.35%, Peak VDD IR ~0.000036 V
## critical path, delay by kind of cell
family	cells	cell delay [ns]
AND/OR/NAND/NOR	6	0.69
AND-OR/OR-AND	10	2.46
multiplexers	3	1.05
adder cells (fa/ha/maj)	3	0.93
buffers and inverters	5	1.29
XOR/XNOR	2	1.06
## logic make-up (layout without fill, tap and decap cells)
logic type / Yosys count / count (layout) / synth area share [%]
muxes: 37 / 37 / 15.6
adders and majority gates: 48 / 48 / 24.5
buffers and inverters: 62 / 131 / 10.0
AOI/OAI and AO/OA: 92 / 92 / 27.4
xor gates and xnor gates: 5 / 5 / 2.10
and+or+nand+nor: 98 / 98 / 20.4
## power breakdown
part	switching, W	internal (W)
combinational	0.000101	0.000115
clock	0	0
sequential	0	0
total	0.000101	0.000115
## layout make-up
| class | instances | area (µm²) | share of cell area, % |
|---|---|---|---|
| Multi-Input combinational cell | 280 | 2200 | 66.0 |
| Timing Repair Buffer | 77 | 761 | 22.8 |
| Inverter | 54 | 203 | 6.08 |
| Tap cell | 136 | 170 | 5.10 |
## metrics by stage
step | power (W) | utilization (%) | setup slack (ns)
after floorplan | 0.000134 | - | 4.19
after global placement | 0.000216 | 32.0 | 2.55
after detailed placement | 0.000217 | 32.0 | 2.46
after CTS | 0.000219 | 32.0 | 2.43
after global routing | 0.000244 | 32.0 | 1.68
final | 0.000216 | 32.0 | 2.47
## metal layers
metal / part of all wire (%) / vias up / wire (µm) / global-route usage (%)
li1: - / 1398 / - / -
met2: 49 / 42 / 3690 / 16.7
met3: 3.3 / 2 / 247 / 0.689
met1: 47 / 1176 / 3540 / 12.9
met5: 0 / - / 0 / 0
met4: 0.19 / 0 / 14 / 0.647
## cells in the mapped netlist (all sizes together) (3+ instances only)
cell	instances	area [µm²]
mux2	9	101
o21ai	11	55.1
mux2i	28	280
nand2	15	56.3
a21oi	33	165
nor4	4	25.0
nand2b	8	50.1
ha	48	601
o221ai	4	35.0
inv	53	199
nand4	5	31.3
clkbuf	3	11.3
o211ai	3	22.5
o211a	3	30.0
a2111o	4	45.0
a211o	4	35.0
buf	5	31.3
nor2	34	128
a2111oi	3	51.3
o21a	6	45.0
xnor2	5	51.3
or2	3	18.8
and2	6	37.5
nor3	6	30.0
a211oi	4	35.0
a311oi	3	26.3
## worst max-delay path by stage
stage,startpoint,to,cells past startpoint
after CTS,number5[1],result[3],30
after global routing,number5[1],result[0],30
final,number5[1],result[2],29
Power figures rest on the tool's default switching activity, not on a simulated workload.
